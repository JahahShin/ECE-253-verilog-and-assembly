`./run.sh`:
```
#!/bin/bash
# OpenROAD 26Q1-2900-gdf79404cd8, Yosys 0.63+post, stock flow scripts
make -C /OpenROAD-flow-scripts/flow DESIGN_CONFIG=/design/flow/config.mk WORK_HOME=/design/flow/orfs finish
```
`./constraint.sdc`:
```
current_design part3

set clk_period 2.2
set clk_io_pct 0.2

create_clock -name clk0 -period $clk_period [get_ports {Clock}]

set non_clock_inputs [all_inputs -no_clocks]
set_input_delay [expr $clk_period * $clk_io_pct] -clock clk0 $non_clock_inputs
set_output_delay [expr $clk_period * $clk_io_pct] -clock clk0 [all_outputs]
```
`./config.mk`:
```
export PLATFORM = sky130hd
export DESIGN_NAME = part3
export DESIGN_NICKNAME = part3
export VERILOG_FILES = /design/flow/design.v
export SDC_FILE = /design/flow/constraint.sdc
export NUM_CORES = 4
export LEC_CHECK = 1
export CORE_AREA = 10 10 81 81
export DIE_AREA = 0 0 91 91
```
`./design.v`:
```
module part3(
input logic Clock,
input logic Reset,
input logic Go,
input logic [3:0] Divisor,
input logic [3:0] Dividend,
output logic [3:0] Quotient,
output logic [3:0] Remainder,
output logic ResultValid
);
    logic ld_a, ld_r;
    logic operate_func;
    control C0(
        .clk(Clock),
        .reset(Reset),
        .go(Go),
        .ld_a(ld_a),
        .ld_r(ld_r),
        .operate_func(operate_func),
        .result_valid(ResultValid)
    );
    datapath D0(
        .clk(Clock),
        .reset(Reset),
        .ld_a(ld_a),
        .ld_r(ld_r),
		.Quotient(Quotient),
		.Remainder(Remainder),
		.Divisior(Divisor),
		.Dividend(Dividend),
		.operate_func(operate_func)
    );
 endmodule
module control(
    input logic clk,
    input logic reset,
    input logic go,
    output logic ld_a, ld_r,
	output logic operate_func,
    output logic result_valid
    );
    typedef enum logic [3:0]  { SLOAD_RST = 'd0,
                                S_LOAD = 'd1,
                                S_CYCLE_0 = 'd2,
                                S_CYCLE_1 = 'd3,
                                S_CYCLE_2 = 'd4,
                                S_CYCLE_3 = 'd5
								} statetype;
    statetype current_state, next_state;                            
    always_comb begin
        case (current_state)
            SLOAD_RST: next_state = go ? S_CYCLE_0 : SLOAD_RST; 
            S_LOAD: next_state = go ? S_CYCLE_0 : S_LOAD;     
            S_CYCLE_0: next_state = S_CYCLE_1;
            S_CYCLE_1: next_state = S_CYCLE_2;
			S_CYCLE_2: next_state = S_CYCLE_3;	
			S_CYCLE_3: next_state = S_LOAD;
            default:   next_state = SLOAD_RST;
        endcase
    end  
    always_comb begin
		operate_func = 1'b0;
        ld_a = 1'b0;
        ld_r = 1'b0;
        result_valid = 1'b0;
        case (current_state)
            SLOAD_RST: begin
                ld_a = 1'b1;
                end
            S_LOAD: begin
                ld_a = 1'b1;
                result_valid = 1'b1;
                end
            S_CYCLE_0: begin 
                operate_func = 1'b1;
            end
            S_CYCLE_1: begin
                operate_func = 1'b1;
            end
            S_CYCLE_2: begin
                operate_func = 1'b1;
            end
			S_CYCLE_3: begin
			ld_r = 1'b1;
            operate_func = 1'b1;
            end
        endcase
    end 
    always_ff@(posedge clk) begin
        if(reset)
            current_state <= SLOAD_RST;
        else
            current_state <= next_state;
    end 
endmodule
module datapath(
    input logic clk,
    input logic reset,
    input logic [3:0] Divisior,
	input logic [3:0] Dividend,
	input logic ld_a,
    input logic ld_r,
	input logic operate_func, 
    output logic [3:0] Quotient, Remainder
    );
    logic [3:0] DIVIDENT;
    logic [4:0] register_A;
	logic [4:0] DIVISOR;
	logic [8:0] temp_AQ;
	logic [4:0] temp_A;
	logic [3:0] temp_Q;
    always@(posedge clk) begin
        if(reset) begin
            DIVIDENT <= 4'b0;
            DIVISOR <= 5'b0;
        end
        else begin 
		if(ld_a) begin 
			DIVIDENT <= Dividend; 
			DIVISOR <= {1'b0, Divisior};  
			register_A <= 5'b0;
        end
    end
end
 always @(posedge clk) begin
        if (reset) begin
            Remainder <= 4'b0;
            Quotient <= 4'b0;
        end 
		else if (operate_func) begin
		temp_AQ = {register_A, DIVIDENT};
		temp_AQ = temp_AQ << 1;
		temp_A = temp_AQ[8:4];
		register_A = temp_A - DIVISOR;
		DIVIDENT = temp_AQ[3:0];
            if (register_A[4] == 1'b1) begin
                DIVIDENT[0] = 1'b0;
		   register_A = temp_A;
            end else begin
                DIVIDENT[0] = 1'b1;
            end
			end
		if (ld_r) begin
        Quotient = DIVIDENT; 
        Remainder = register_A; 
    end
	end
endmodule
```
==> out/README.md <==
| Parameter | This run | Unit |
| --- | --- | --- |
| Result of the run | did not finish | - |
| Last stage reached | synthesis | - |
| First error line in the log | ERROR: Found 4 problems in 'check -assert'. | - |
| Top-area cell share | 0.380 | - |
| Sequential fraction of the synthesis area | 0.634 | - |
| Cell taking the most area after synthesis | sky130_fd_sc_hd__dfxtp_1 | - |
| Area of the synthesized netlist per yosys stat | 947 | sq um |
| Ys flops | 26 | - |
| Unique cell types | 22 | - |
| Count of warnings emitted by yosys | 2 | - |
| Top cells by area | sky130_fd_sc_hd__dfxtp_1 (38%), sky130_fd_sc_hd__edfxtp_1 (25%), sky130_fd_sc_hd__mux2_4 (6.3%), sky130_fd_sc_hd__a21oi_1 (4.8%), sky130_fd_sc_hd__o21ai_0 (4.2%) | - |
| Ys cells | 81 | - |
==> synthesized netlist by cell type (all sizes together) <==
cell type	count
dfxtp	18
a21oi	9
o21ai	9
edfxtp	8
nand2	8
inv	4
mux2	4
nor2	4
buf	3
nor2b	3
ha	2
nor3	2
a2111oi	1
a21o	1
and3	1
clkbuf	1
conb	1
nor3b	1
nor4	1
==> kinds of logic after synthesis <==
family,Yosys count,synth area share
compound gates,20,0.114
buf+inv,8,0.0330
fa+ha+maj,2,0.0264
flops,26,0.634
mux,4,0.0634
simple gates,20,0.126
other cells,1,0.00396
